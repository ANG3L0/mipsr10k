<file path="config.mk">
export PLATFORM = sky130hd
export DESIGN_NAME = stq
export DESIGN_NICKNAME = stq
export VERILOG_FILES = /design/flow/design.v
export SDC_FILE = /design/flow/constraint.sdc
export NUM_CORES = 4
export LEC_CHECK = 1
export CORE_UTILIZATION = 50
</file>
<file path="constraint.sdc">
current_design stq

set clk_period 42.0
set clk_io_pct 0.2

create_clock -name clk0 -period $clk_period [get_ports {clock}]

set non_clock_inputs [all_inputs -no_clocks]
set_input_delay [expr $clk_period * $clk_io_pct] -clock clk0 $non_clock_inputs
set_output_delay [expr $clk_period * $clk_io_pct] -clock clk0 [all_outputs]
</file>
<file path="design.v">
module stq(
        clock,
        reset,
        id_wr_mem_enA,
        id_wr_mem_enB, 
        id_valid_IRA,
        id_valid_IRB,
        ALU_SQ_idxA,
        ALU_SQ_idxB,
        ALU_store_dataA,  
        ALU_store_dataB,        
        ALU_store_addrA,
        ALU_store_addrB,
        ALU_wr_mem_enA,             
        ALU_wr_mem_enB,             
        ex_cdbA_rdy,
        ex_cdbB_rdy,
        ROB2SQ_retire_en,
        branch_recovery,
        store_grant,
        mshr_full,
        store_request,
        store_retire_addr,
        store_retire_data,
        SQ2RS_idxA,
        SQ2RS_idxB,
        tail, 
        next_tail,
        SQ_full,
        SQ_almost_full,
        next_busy,
        busy,
        head,
        stq_retiring_out
);
input        clock;
input        reset;
input        store_grant;
input        id_wr_mem_enA;
input        id_wr_mem_enB; 
input        id_valid_IRA;
input        id_valid_IRB;
input [2:0]  ALU_SQ_idxA;
input [2:0]  ALU_SQ_idxB;
input [63:0] ALU_store_dataA;  
input [63:0] ALU_store_dataB;        
input [63:0] ALU_store_addrA;
input [63:0] ALU_store_addrB;
input        ALU_wr_mem_enA;
input        ALU_wr_mem_enB; 
input        ex_cdbA_rdy;
input        ex_cdbB_rdy;
input        ROB2SQ_retire_en;
input        branch_recovery;
input        mshr_full;
output            store_request;
output [63:0]     store_retire_addr;
output [63:0]     store_retire_data;
output [2:0]     SQ2RS_idxA;
output [2:0]     SQ2RS_idxB;  
output [2:0]     tail; 
output [2:0]     next_tail;
output          SQ_full;
output          SQ_almost_full;
output [7:0]    next_busy;
output [7:0]    busy;
output [2:0]    head;
output  reg       stq_retiring_out;
reg           branch_recovery_reg;
reg   [63:0]  store_addr [7:0];
reg   [63:0]  next_store_addr [7:0];
reg   [63:0]  store_data [7:0];
reg   [63:0]  next_store_data [7:0];
reg   [2:0]   head, next_head;
reg   [2:0]   tail, next_tail;
reg   [7:0]   busy, next_busy;
reg   [7:0]  addr_valid, next_addr_valid;
reg   [7:0]  data_valid, next_data_valid;
reg   [3:0]   i;
reg   [2:0]   SQ2RS_idxA;
reg   [2:0]   SQ2RS_idxB;
reg           SQ2RS_idxA_write_en;
reg           SQ2RS_idxB_write_en;
wire  [2:0]   tail_add_one;
wire  [2:0]   tail_add_two;
wire  [2:0]   head_add_one;
wire  [2:0]   head_add_two;
wire          dispatch_storeA_en;
wire          dispatch_storeB_en;
wire  [2:0]   next_tail_plus_one;
wire  [2:0]   next_tail_plus_two;
wire  [2:0]  net_dis; 
        assign net_dis    = next_tail - next_head;
	assign tail_add_one = tail + 1;
	assign tail_add_two = tail + 2;
	assign head_add_one = head + 1;
	assign head_add_two = head + 2;  
        assign next_tail_plus_one = next_tail + 3'd1;
        assign next_tail_plus_two = next_tail + 3'd2;
	assign store_request = (ROB2SQ_retire_en && !mshr_full) ? 1'b1:0;
	assign store_retire_addr = (busy[head]==0 && busy[head+3'b1]==1) ? next_store_addr[head+1] : next_store_addr[head];
	assign store_retire_data = (busy[head]==0 && busy[head+3'b1]==1) ? next_store_data[head+1] : next_store_data[head];
	assign dispatch_storeA_en = id_valid_IRA && id_wr_mem_enA;
	assign dispatch_storeB_en = id_valid_IRA && id_valid_IRB && id_wr_mem_enB;
	assign SQ_full = next_busy == 8'b11111111;
	assign SQ_almost_full = (next_busy == 8'b11111110 |
								next_busy == 8'b11111101 |
								next_busy == 8'b11111011 |
								next_busy == 8'b11110111 |
								next_busy == 8'b11101111 |
								next_busy == 8'b11011111 |
								next_busy == 8'b10111111 |
								next_busy == 8'b01111111);
	always @*
	begin
	  next_head = head;
	  next_tail = tail;
	  next_busy =busy;
	  next_addr_valid = addr_valid;
	  next_data_valid = data_valid;
          stq_retiring_out = 1'b0;         
	  SQ2RS_idxA = 0;
	  SQ2RS_idxB = 0;
	  SQ2RS_idxA_write_en = 0;
	  SQ2RS_idxB_write_en = 0;
		  for(i = 0 ; i< 8; i=i+1)
		  begin
		    next_store_addr[i] = store_addr[i];
		    next_store_data[i] = store_data[i];
		  end
	  if(ROB2SQ_retire_en && (store_grant == 1))
	  begin
	    next_busy[head] = 0; 
            stq_retiring_out = 1'b1;
	    next_addr_valid[head] = 0;
	    next_data_valid[head] = 0; 
	    if((head == tail) & (busy[head] == 1) &  (~dispatch_storeA_en) & (~dispatch_storeB_en)) begin
	      next_head = head;
	    end else if (head==tail && busy[head]==0 && busy[head+3'b1]==1) begin 
	    next_busy[head+1] = 0; 
            stq_retiring_out = 1'b1;
	    next_addr_valid[head+1] = 0;
	    next_data_valid[head+1] = 0; 
	    next_head = head + 2;
	    end else begin
	      next_head = head + 1;
	    end
	  end
	 if(dispatch_storeA_en && dispatch_storeB_en)
	  begin
		    if( (head == tail) && (busy[head] == 0))
		    begin
		      next_tail = tail+1;
		      next_busy[tail] = 1;
		      next_busy[tail_add_one] = 1;
		      next_store_addr[tail_add_one] = 0;
			  next_store_data[tail_add_one] = 0;
		      SQ2RS_idxA = tail;
		      SQ2RS_idxA_write_en = 1;
		      SQ2RS_idxB = tail_add_one;
		      SQ2RS_idxB_write_en = 1;
		    end
		    else if (busy[tail]==0 && busy[tail+1]==0) begin  
		    	next_tail = tail + 1;
		    	next_busy[tail] = 1;
		    	next_busy[tail_add_one] = 1;
			  	next_store_addr[tail] = 0;
		    	next_store_addr[tail_add_one] = 0;
			  	next_store_data[tail] = 0;
			  	next_store_data[tail_add_one] = 0;
			  	SQ2RS_idxA = tail;
		      	SQ2RS_idxA_write_en = 1;
		      	SQ2RS_idxB = tail_add_one;
		      	SQ2RS_idxB_write_en = 1;
		    end else begin
		      next_tail = tail + 3'd2;
		      next_busy[tail_add_one] = 1;
		      next_busy[tail_add_two] = 1;
			  next_store_addr[tail_add_one] = 0;
			  next_store_addr[tail_add_two] = 0;
			  next_store_data[tail_add_one] = 0;
			  next_store_data[tail_add_two] = 0;
		      SQ2RS_idxA = tail_add_one;
		      SQ2RS_idxA_write_en = 1;
		      SQ2RS_idxB = tail_add_two;
		      SQ2RS_idxB_write_en = 1;
		    end
	    end
	  else if(dispatch_storeA_en && (~dispatch_storeB_en))
		  begin
		    if((head == tail) && (busy[head] == 0))
			    begin
	   		      	next_tail =tail;
	   		      	next_busy[tail] = 1;
	   		  	  	next_store_addr[tail] = 0;
	   		  	  	next_store_data[tail] = 0;			      
			      	SQ2RS_idxA =tail;
			      	SQ2RS_idxA_write_en = 1;
			    end
		    else
			    begin
			      	next_tail =tail+1;
			      	next_busy[tail_add_one] = 1;
			      	next_store_addr[tail_add_one] = 0;
			  	  	next_store_data[tail_add_one] = 0;
			      	SQ2RS_idxA = tail_add_one;
			      	SQ2RS_idxA_write_en = 1;   
			    end
		  end
	  else if((~dispatch_storeA_en) && dispatch_storeB_en)
		  begin
		    if((head == tail) && (busy[head] == 0))
			    begin
			      next_tail =tail;
			      next_busy[tail] = 1;      
			      SQ2RS_idxB =tail;
			      SQ2RS_idxB_write_en =1;
			    end else begin
			      next_tail =tail+1;
			      next_busy[tail_add_one] = 1;    
			      next_store_addr[tail_add_one] = 0;
			  	  next_store_data[tail_add_one] = 0;
			      SQ2RS_idxB = tail_add_one;
			      SQ2RS_idxB_write_en = 1;
			    end  
		if (busy[head]==0 && busy[head+1]==1) next_head = head + 1;
		end
	  if(ALU_wr_mem_enA && ex_cdbA_rdy)
	  begin
	    next_store_addr[ALU_SQ_idxA] = ALU_store_addrA;
	    next_store_data[ALU_SQ_idxA] = ALU_store_dataA;
	    next_addr_valid[ALU_SQ_idxA] = 1;
	    next_data_valid[ALU_SQ_idxA] = 1;
	  end
	  if(ALU_wr_mem_enB && ex_cdbB_rdy)
	  begin
	    next_store_addr[ALU_SQ_idxB] = ALU_store_addrB;
	    next_store_data[ALU_SQ_idxB] = ALU_store_dataB;
	    next_addr_valid[ALU_SQ_idxB] = 1;
	    next_data_valid[ALU_SQ_idxB] = 1;
	  end
end  
	always @(posedge clock)
	begin
	  if(reset|branch_recovery)
	  begin
	          head <= #1 0;
	          tail <= #1 0;
	          busy <= #1 0;
	    addr_valid <= #1 0;
	    data_valid <= #1 0;
            branch_recovery_reg <= #1 0;
	  end
	  else
	  begin
                  branch_recovery_reg <= #1 branch_recovery;
	          head <= #1 next_head;
   	          tail <= #1 next_tail;
	          busy <= #1 next_busy;
	    addr_valid <= #1 next_addr_valid;
	    data_valid <= #1 next_data_valid;
	      for(i= 0 ; i<8;i=i+1)
	        begin
	        store_addr[i] <= #1 next_store_addr[i];
	        store_data[i] <= #1 next_store_data[i];
                end 
            end 
        end
endmodule
</file>
<file path="run.sh">
#!/bin/bash
# OpenROAD 26Q1-2900-gdf79404cd8, Yosys 0.63+post, stock flow scripts
make -C /OpenROAD-flow-scripts/flow DESIGN_CONFIG=/design/flow/config.mk WORK_HOME=/design/flow/orfs finish
</file>
==> run_results.csv <==
group,metric,value,unit
run_status,status,"complete, no violations",
clock_tree,cts_buffer_depth,3,
detailed_routing,detail_route.iter0.violations,10370,
sta,setup-violations-final,0,
finish,synthToLayoutAreaGrowth,14.66,%
detailed_routing,drt_first_pass_iters,10,
global_routing,grt_usage,58.29,%
critical_path,startpoint_type,"input pin",
pwr,power,3.126,mW
yosys,ys.flops,1038,
sta,max_freq,0.04231,GHz
yosys,synth_top_area_share,43.39,%
job,drv_cap,0,
global_routing,grt_start_max_net_pins,118,
yosys,synth_top_flop_cell,"edfxtp_1",
sta,post-route-min-period,23630,ps
pwr,p_per_area,38.47,nW/um^2
global_routing,antenna_found_initial,50,
placement,routabilityCongestion,1.053,
sta,fin_worst_skew,22.61,ps
floorplanning,core_area,140000,sq um
clock_tree,holdBufCountCts,0,
pwr,leakagePower,28.49,nW
clock_tree,cts_buffers,131,
clock_tree,cts_setup_buffers,0,
sta,rsz0062_at_grt,"false",
sta,slew_headroom,19.56,%
yosys,topCellsByArea,"edfxtp_1 43%, nand2_1 5.8%, a21oi_1 3.8%",
clock_tree,tritoncts,"built",
hold_path,hold_class,"reg2reg",
critical_path,worstPathMaxFanout,34,
sta,finalCritPeriodShare,56.27,%
yosys,syn_area_per_cell,8.932,sq um
clock_tree,cts.repair.resized,0,
yosys,syn_inst,7935,
critical_path,cp-end-kind,"output port",
detailed_routing,drcViolationCount,0,
floorplanning,die_w,378.5,microns
critical_path,crit_slowest_cell,"clkdlybuf4s50_1",
clock_tree,htreeDepth,4,
finish,fill_cells,11930,
yosys,synth_warnings,5,
sta,worst_slew_pin_slew,1200,ps
yosys,synthesis.area,70880,sq um
global_routing,grt_first_pass_wirelength,553.2,mm
floorplanning,rows,137,
floorplanning,die.size.y,378.5,microns
clock_tree,clk_latency,800,ps
detailed_routing,via_per_inst,7.943,
global_routing,grt_overflow_total,0,
critical_path,critPathTopFamily,"buffers and inverters",
critical_path,crit_type,"in2out",
floorplanning,fp_util,50.61,%
critical_path,path_buffers,6,
job,warnings,77,
yosys,yosys-stat-area,70880,sq um
detailed_routing,num_vias,79190,
yosys,yosysTopAreaCell,"edfxtp_1",
sta,maxSlewViolCount,0,
sta,fin_ws,18370,ps
yosys,ys_cells,7935,
clock_tree,path_clk_slew,50,ps
floorplanning,die-area,143300,sq um
critical_path,cp_data_required_time,33600,ps
global_routing,grt_pass1_vias,76240,
sta,hold_viol,0,
critical_path,crit_chain,"clkdlybuf4s50_1 -> nand2_1 -> a31oi_1 -> o311ai_0 -> mux2i_1 -> a31oi_4 -> a21oi_4 -> buf_4 -> buf_4 -> buf_4 -> a21o_1 -> a221oi_1 -> o211a_1 -> a311oi_2 -> buf_4 -> clkdlybuf4s50_1",
yosys,ys_types,111,
placement,hpwl,227.9,mm
yosys,ys_seq_share,43.78,%
finish,drive_gt1_share,8.303,%
finish,instances_no_fill,9970,
critical_path,crit_arrival,15230,ps
sta,setup_tns,0,ps
yosys,async_flop_share,0,%
placement,place_ws,18490,ps
clock_tree,numClockSinks,1038,
detailed_routing,ant_nets,0,
finish,fin_util,58.03,%
detailed_routing,wirelength,397.3,mm
pwr,irDropWorstVdd,35.90,uV
placement,io_buffers,438,
floorplanning,pin_count,439,
critical_path,cp_slowest_stage_delay,860,ps
critical_path,cp_common_cell,"buf_4",
yosys,edf_count,1024,
clock_tree,root_buffer,"clkbuf_16",
placement,dpl.cell_count,9690,
detailed_routing,wl_per_cell,39.85,microns
-- stage by stage --
step                      instance area (sq um)  hold slack, ps
after global routing                      81190           563.3
after floorplan                           70880           509.3
after CTS                                 81140           550.5
after global placement                    77200           530.6
after detailed placement                  77200           536.5
final                                     81270           548.8
-- final timing paths --
path               startpoint                    end  slack [ps]  depth (start not counted)
max reg2reg           tail[1]      store_addr[3][44]       36350                         16
max             id_wr_mem_enA  store_retire_data[31]       18370                         16
min          store_data[0][2]       store_data[0][2]         550                          1
min reg2reg  store_data[0][2]       store_data[0][2]         550                          1
-- state kept, by name (all words and copies together) (netlist names) --
register / cells
store_addr: 512
tail: 3
head: 3
busy: 8
store_data: 512
-- layout by cell type (no fill, tap or decap), types with 156 or more instances in the layout --
| cell type | Yosys | final |
|---|---|---|
| nand2_1 | 1095 | 1082 |
| edfxtp_1 | 1024 | 1024 |
| nor2_1 | 572 | 545 |
| a21oi_1 | 540 | 540 |
| clkdlybuf4s50_1 | 0 | 438 |
| o21ai_0 | 407 | 407 |
| o22ai_1 | 342 | 342 |
| nor3_1 | 299 | 295 |
| buf_4 | 12 | 260 |
| a221oi_1 | 244 | 244 |
| a221o_1 | 239 | 239 |
| inv_1 | 239 | 234 |
| a21o_1 | 229 | 228 |
| a31oi_1 | 168 | 168 |
| nand3_1 | 158 | 156 |
-- cell families (layout without fill, tap and decap cells) --
logic type	count (synthesis)	in the layout	share of synthesized area, %
AOI/OAI and AO/OA	3318	3318	33.64
xor gates and xnor gates	11	11	0.1359
adders and majority gates	33	33	0.5826
buffers and inverters	1083	1193	6.043
DFF	1038	1038	43.78
muxes	95	95	1.444
other	0	49	0
and+or+nand+nor	2357	2357	14.37
-- cell usage after synthesis, types with 33 or more instances --
cell       instances
a221o_1          239
mux2i_1           64
inv_1            239
o2111ai_1         35
a311oi_1          41
a21oi_1          540
ha_1              33
o211ai_1         129
nand2_1         1095
buf_2             98
nor2_1           572
o221ai_1         102
a211o_1           44
clkbuf_1         596
a221oi_1         244
o21ai_0          407
o31ai_1          123
a22o_1            64
nor3_1           299
nand3_1          158
and3_1            50
a31oi_1          168
edfxtp_1        1024
buf_1            107
a22oi_1          154
o22ai_1          342
a211oi_1         115
o211a_1           62
a21o_1           229
-- power by group --
part           switching (mW)  internal, mW
clock network           0.497         0.599
logic                   0.531         0.254
registers              0.0228          1.22
total                    1.05          2.08
-- final cells by class --
type | instances | area [sq um] | share of cell area, %
diodes | 49 | 122.6 | 0.1509
clock buffers | 172 | 3432 | 4.223
clock inverters | 59 | 513.0 | 0.6312
inverters | 245 | 934.6 | 1.150
multi-input cells | 5814 | 36170 | 44.51
flip-flops and latches | 1038 | 31030 | 38.19
well taps | 1876 | 2347 | 2.888
repair buffers | 717 | 6716 | 8.264
-- routing by layer --
metal	vias up	GRT usage, %	part of all wire (%)
li1	31300	-	-
met1	36880	68.57	32
met2	8375	72.64	39
met3	2561	43.92	20
met4	77	40.30	9.1
met5	-	9.674	0.46
Power and IR drop assume default switching activity.
