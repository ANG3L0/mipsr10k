==> flow/design.v <==
module Icache(clock, reset, 
			wrA_en, 
      wrA_idx, 
      wrA_tag, 
      wrA_data,
      wrB_en, 
      wrB_idx, 
      wrB_tag, 
      wrB_data,
      rd_idx, 
      rd_tag, 
      rd_data, 
      rd_valid);
input clock; 
input reset;
input        wrA_en;
input [6:0]  wrA_idx;
input [53:0] wrA_tag;
input [63:0] wrA_data;
input        wrB_en;
input [6:0]  wrB_idx;
input [53:0] wrB_tag;
input [63:0] wrB_data;
input [6:0]  rd_idx;
input [53:0] rd_tag;
output [63:0] rd_data;
output        rd_valid;
reg [63:0] data [127:0];
reg [53:0] tags [127:0]; 
reg [127:0] valids;
assign rd_data = data[rd_idx];
assign rd_valid = valids[rd_idx]&&(tags[rd_idx] == rd_tag);
always @(posedge clock)
begin
  if(reset) valids <= #1 128'b0;
  else 
  begin
  	if(wrB_en)
    		valids[wrB_idx] <= #1 1;
	end
end
always @(posedge clock)
begin
  if(wrB_en)  
  begin
    data[wrB_idx] <= #1 wrB_data;
    tags[wrB_idx] <= #1 wrB_tag;
  end
end
endmodule
==> flow/run.sh <==
#!/bin/bash
# OpenROAD 26Q1-2900-gdf79404cd8, Yosys 0.63+post, stock flow scripts
make -C /OpenROAD-flow-scripts/flow DESIGN_CONFIG=/design/flow/config.mk WORK_HOME=/design/flow/orfs finish
==> flow/config.mk <==
export PLATFORM = sky130hd
export DESIGN_NAME = Icache
export DESIGN_NICKNAME = Icache
export VERILOG_FILES = /design/flow/design.v
export SDC_FILE = /design/flow/constraint.sdc
export NUM_CORES = 4
export LEC_CHECK = 1
export CORE_UTILIZATION = 30
export SYNTH_MEMORY_MAX_BITS = 65536
==> flow/constraint.sdc <==
current_design Icache

set clk_period 63.5
set clk_io_pct 0.2

create_clock -name clk0 -period $clk_period [get_ports {clock}]

set non_clock_inputs [all_inputs -no_clocks]
set_input_delay [expr $clk_period * $clk_io_pct] -clock clk0 $non_clock_inputs
set_output_delay [expr $clk_period * $clk_io_pct] -clock clk0 [all_outputs]
==> impl_metrics.yaml <==
# synthesis and place-and-route metrics
power:
  p_per_area_nw_per_um2: 30.8
  swShare: 0.215
  leakagePower_nw: 204
  p_comb_frac: 0.052
  finalPower_w: 0.0206
  clkPwrFrac: 0.409
  seq_power_share: 0.539
  internal_power_w: 0.0162
  p_switching_w: 0.00442
  peakVddDrop_mv: 0.0272
logic_synthesis:
  numSynthFlops: 15200
  synth_cell_type_count: 92
  area_leaders: "edfxtp_1 78%, mux4_2 16%, mux2i_1 1.3%"
  syn_area_per_cell_um2: 23.8
  ys_cells: 24400
  synth_dominant_cell_count: "edfxtp_1"
  syn_area_um2: 581000
  ys_seq_frac: 0.784
  yosysTopAreaCellShare: 0.780
  yosys_warnings: 1
  ys_async_sr_fraction: 0
  yosysTopAreaCell: "edfxtp_1"
  syn_inst: 24400
  yosys_area_um2: 581000
  top_cells_by_count: "15.1k x edfxtp_1, 4128 x mux4_2, 727 x mux2i_1"
  synth-edff-count: 15100
  ys.flop_type: "edfxtp_1"
route:
  drt_first_pass_iters: 9
  viasPerCell: 5.23
  final_antenna_net_count: 0
  drcViolationCount: 0
  vias: 277000
  wl_per_cell_um: 33.2
  drt_iter0_drc: 20800
  drt-total-wl_mm: 1760
setup_path:
  critPathMostFrequentCell: "buf_4"
  cp_data_required_time_ns: 50.80
  worstSetupEndpointType: "output pin"
  slowest_stage: "buf_4"
  path_max_fanout: 99
  cpPeakStageDelay_ns: 0.75
  worstPathCellList: "buf_16 -> buf_4 -> buf_4 -> buf_4 -> buf_4 -> buf_4 -> buf_4 -> buf_4 -> buf_4 -> buf_4 -> buf_4 -> buf_4 -> buf_12 -> buf_4 -> buf_4 -> mux4_2 -> mux4_2 -> mux4_2 -> nand2_1 -> nand2_1 -> clkdlybuf4s50_1"
  setup.worst_path.start_class: "input pin"
  cp.arrival_ns: 24.85
  crit_type: "input pin to output pin"
final_layout:
  area_growth_pct: 14.8
  drive_gt1_frac: 0.292
  final_cells: 53100
  fillers: 174000
  final_core_util: 0.345
timing:
  tightest_slew_ns: 1.42
  max_freq_mhz: 26.6
  rsz0062_at_grt: "false"
  relSlewSlack: 0.0488
  fin_tns_setup_ns: 0
  drv_slew: 0
  finClkSkew_ns: 0
  finalCritPeriodShare: 0.591
  finalSetupViolCount: 0
  final.setup.worst_slack_ns: 25.95
  hold_viol_final: 0
  fin_crit_ns: 37.55
clock_network:
  clock_sinks: 15200
  clockBufferDepth: 5
  clock_latency_ns: 1.44
  path_clk_slew_ns: 0.06
  cts_tree: "yes"
  cts-htree-levels: 7
  numCtsBuffers: 1388
  cts_hold_buf: 0
  root_buffer: "clkbuf_16"
  post_cts_buffers: 0
  post_cts_resized: 0
global_route:
  grt_overflow: 0
  grt_start_max_net_pins: 105
  antenna_found_initial: 158
  grt_use_met1: 0.166
  grt_usage: 0.193
  grt_pass1_wl_mm: 2420
  use_met2: 0.279
  busiest_layer: "met2"
  grtUsageMet3: 0.202
  grt_pass1_vias: 306000
die:
  num_rows: 511
  die-area_um2: 1940000
  die_height_mm: 1.39
  die_x_mm: 1.39
  design.portCount: 380
  fp_util: 0.301
  core_um2: 1930000
hold_path:
  hp-class: "flop to flop"
place:
  gp_congestion: 0.929
  place_inst: 50500
  pre_cts_ws_ns: 25.98
  portBuffers: 253
  dp_hpwl_mm: 1070
flow_run:
  warning_count: 160
  cap_viol_max_count: 0
status:
  outcome: "complete, no violations"
==> routing by layer <==
layer / share of wire / vias up
met4: 0.047 / 273
met1: 0.26 / 140000
met2: 0.45 / 23900
met3: 0.23 / 3886
met5: 0.0083 / -
li1: - / 109000
==> worst max-delay path, delay by kind of cell <==
family / cells / cell delay (ns)
buf+inv: 16 / 9.56
mux: 3 / 1.41
simple gates: 2 / 0.25
==> cell usage in the layout, fill, tap and decap left out, types with 23 or more instances in the layout <==
cell,count
dfxtp_1,128
mux2i_1,727
o211ai_1,23
mux2_2,73
nor4_1,31
diode_2,135
o221ai_1,123
mux4_2,4128
clkbuf_1,275
inv_6,34
nor2_4,130
xor2_1,30
clkbuf_16,1403
edfxtp_1,15100
a221oi_1,58
o22ai_1,248
clkinv_16,34
a22oi_1,225
a32oi_1,55
clkinvlp_4,44
clkinv_2,219
nand3_1,127
nand4_1,26
and3_1,26
a211oi_1,37
buf_4,1558
buf_12,50
nor2b_1,31
clkinv_1,307
o21ai_0,73
bufinv_16,149
a21oi_1,298
a31oi_1,50
nor2_1,300
xnor2_1,41
clkdlybuf4s50_1,127
nand2_1,492
nor3_1,68
==> state kept, by name (all words and copies together) (netlist names) <==
name / cells
valids: 128
data: 8192
tags: 6912
==> final timing paths <==
check / startpoint / end / slack, ns / cells after the start
max: rd_idx[1] / rd_data[10] / 25.95 / 21
min reg2reg: valids[8]$_SDFFE_PP0P_ / valids[8]$_SDFFE_PP0P_ / 0.47 / 2
min: valids[8]$_SDFFE_PP0P_ / valids[8]$_SDFFE_PP0P_ / 0.47 / 2
max reg2reg: valids[0]$_SDFFE_PP0P_ / valids[0]$_SDFFE_PP0P_ / 62.80 / 2
==> through the flow <==
| stage | hold slack, ns | cell area [um^2] |
|---|---|---|
| after global placement | 0.455 | 622000 |
| after detailed placement | 0.453 | 622000 |
| after global routing | 0.493 | 667000 |
| final | 0.469 | 667000 |
| after floorplan | 0.431 | 581000 |
| after CTS | 0.469 | 667000 |
==> kinds of logic after synthesis <==
logic type      after synthesis  share of synthesized area
compound gates             1382                     0.0166
xor+xnor                     71                    0.00107
fa+ha+maj                     3                  0.0000646
buf+inv                    1361                     0.0125
flops                     15200                      0.784
mux                        4943                      0.174
simple gates               1400                     0.0109
==> power by group through the flow <==
stage	sequential [W]	combinational, W	clock, W
4_1_cts	0.0111	0.00107	0.00852
5_1_grt	0.0111	0.00114	0.00889
6_report	0.0111	0.00108	0.00841
==> final cells by class <==
class,instances,area (um^2),area share
clock inverters,837,9150,0.0137
diodes,135,338,0.000506
multi-input cells,7799,119000,0.179
flip-flops and latches,15200,456000,0.683
inverters,29,154,0.000231
well taps,25700,32100,0.0481
repair buffers,1741,14100,0.0211
clock buffers,1679,36200,0.0542
Power figures rest on the tool's default switching activity, not on a simulated workload.
