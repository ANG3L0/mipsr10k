==> design/flow/design.v <==
module RAS(
		clock,
		reset,
		call_enA,
		call_enB,
		return_enA,
		return_enB,
		PCA_plus_4,
		PCB_plus_4,
		return_addr,
		empty
	  ) ;
  input		clock;
  input		reset;
  input		call_enA;
  input		call_enB;
  input		return_enA;
  input		return_enB;
  input [63:0]	PCA_plus_4;
  input	[63:0]	PCB_plus_4;
  output [63:0]	return_addr;
  output	empty;
  reg	[63:0]	stack [15:0];
  reg	 [3:0]	head;
  wire   [3:0]	head_add_one;
  wire	 [3:0]  head_add_two;
  reg    [3:0]  bottom;
  wire		full;
  assign	head_add_one = head + 1;
  assign	head_add_two = head + 2;
  assign	return_addr = (call_enA && return_enB) ? PCA_plus_4 : stack[head];
  assign	empty = (head == bottom)? 1 : 0;   
  assign	full = (bottom == head_add_one) ? 1 : 0;
  assign	almost_full = (bottom == head_add_two) ? 1 : 0;
  always @(posedge clock)
  begin
  	if (reset)  
  	begin
		bottom  <= #1 4'd0;
		head	<= #1 4'd0;	
  	end
	else if (return_enA)	 
	begin
		if(empty)
			head <= #1 head;
		else 
			head <= #1 head - 1;
	end
	else if (!call_enA && !return_enA && return_enB)  
	begin
		if(empty)
			head <= #1 head;
		else
			head <= #1 head - 1;
	end
  	else if (call_enA && call_enB)    
  	begin
		head    		<= #1 head + 2;
		stack[head_add_one]	<= #1 PCA_plus_4;
		stack[head_add_two]	<= #1 PCB_plus_4; 
		if (full)
		bottom			<= #1 bottom + 2;
		else if (almost_full)
		bottom			<= #1 bottom + 1;
  	end
  	else if (call_enA && !call_enB)  
  	begin
		if (return_enB)         
		begin
			head	<=  #1 head;
		end
		else
		begin
			head 	<=  #1 head + 1;
			stack[head_add_one] <= #1 PCA_plus_4;
			if (full)
				bottom	<= #1 bottom + 1;
		end	
  	end
  	else if (!call_enA && !return_enA && call_enB)  
  	begin
		head 	            <=  #1 head + 1;
		stack[head_add_one] <=  #1 PCB_plus_4;
		if (full)
			bottom  <= #1 bottom + 1;
  	end
  end
endmodule
==> design/flow/run.sh <==
#!/bin/bash
# OpenROAD 26Q1-2900-gdf79404cd8, Yosys 0.63+post, stock flow scripts
make -C /OpenROAD-flow-scripts/flow DESIGN_CONFIG=/design/flow/config.mk WORK_HOME=/design/flow/orfs finish
==> design/flow/config.mk <==
export PLATFORM = sky130hd
export DESIGN_NAME = RAS
export DESIGN_NICKNAME = RAS
export VERILOG_FILES = /design/flow/design.v
export SDC_FILE = /design/flow/constraint.sdc
export NUM_CORES = 4
export LEC_CHECK = 1
export CORE_UTILIZATION = 30
==> design/flow/constraint.sdc <==
current_design RAS

set clk_period 44.3
set clk_io_pct 0.2

create_clock -name clk0 -period $clk_period [get_ports {clock}]

set non_clock_inputs [all_inputs -no_clocks]
set_input_delay [expr $clk_period * $clk_io_pct] -clock clk0 $non_clock_inputs
set_output_delay [expr $clk_period * $clk_io_pct] -clock clk0 [all_outputs]
==> results_dict.tcl <==
# implementation run metrics
set metrics [dict create \
    fin_ws_ns 24.13 \
    clock_latency_ns 0.74 \
    antenna_found_initial 6 \
    highest_layer "met5" \
    clkTransAtPathRegs_ns 0.06 \
    reg2reg_from "head[2]$_SDFFE_PP0N_" \
    floorplan.core_util_pct 30.3 \
    setup_viol 0 \
    dp_hpwl_um 87700 \
    cp-startpoint "call_enA" \
    whs_ns 0.535 \
    area_growth_pct 14.8 \
    post_cts_buffers 0 \
    ys_seq_elements 1036 \
    yosys_cells 4184 \
    met2_length_um 82900 \
    ys_types 45 \
    regArea_um2 31000 \
    status "finished clean" \
    drtIter0Drc 2560 \
    required_ns 35.44 \
    antenna_left 0 \
    post-route-min-period_ns 20.17 \
    drv_cap 0 \
    cts_buffer_depth 3 \
    die_h_um 417 \
    slew_headroom_pct 41.5 \
    cp.arrival_ns 11.31 \
    hold_violations 0 \
    wl_met1_um 52300 \
    vias 34500 \
    route.met3.wl_um 20400 \
    grt_pass1_wl_um 236000 \
    htree_levels 3 \
    ys_seq_share_pct 60.1 \
    cts_tree "done" \
    grt_pass1_vias 34800 \
    netlist_area_um2 51600 \
    pin_count 199 \
    cts-buffers-inserted 107 \
    ys_async_sr_fraction_pct 0 \
    avgSynthCellArea_um2 12.3 \
    row_count 151 \
    cts_hold_buf 0 \
    die_area_um2 174000 \
    wl_um 163000 \
    drc_errors 0 \
    power_density_nw_per_um2 47.4 \
    grtUsageTotal_pct 19.8 \
    numClockSinks 1036 \
    core_um2 170000 \
    rsz0062_at_grt "no" \
    clock-skew-final_ns 0.0384 \
    clock-root-buffer "clkbuf_16" \
    cp-end-kind "output port" \
    routedWlPerCell_um 25.3 \
    pre_cts_slack_ns 24.08 \
    tightest_slew_ns 0.875 \
    drt_first_pass_iters 6 \
    hp-start "bottom[0]$_SDFFE_PP0P_" \
    fin_util_pct 34.8 \
    finalCritPeriodShare_pct 45.5 \
    crit_fanout 34 \
    postCtsResizedCells 0 \
    synth_warnings 2 \
    yosys.stat.chipArea_um2 51600 \
    overflow 0 \
    final-max-slew-violation-count 0 \
    drive_above_1_share_pct 17.1 \
    placed_cell_area_um2 55900 \
    warnings 34 \
    port_buffers 198 \
    die_x_um 417 \
    place.gp.congestion 0.853 \
    hold_path_class "flop to flop" \
    grt_max_degree 101 \
    fillers 15900 \
    max_freq_mhz 49.6 \
    netlist_instances 4184 \
    vdd_drop_max_mv 0.0382 \
    final-comb-area_um2 18800 \
    vias_per_cell 5.36 \
    tns_ns 0 \
    synthFlopType "edfxtp_1" \
    crit_type "primary input to output port" \
    edf_count 1024 \
    total_leakage_power_nw 19.9 \
    crit_path_start_kind "primary input" \
    fin_area_um2 59200 \
]
synthesized netlist by cell type, types with 2 or more instances:
library cell     n  area, µm²
nor2_1        1033       3880
clkbuf_1       449       1690
o41ai_1          2       17.5
edfxtp_1      1024      30700
a21oi_1       1028       5140
or3_1            2       12.5
mux4_2         320       7210
buf_1           19       71.3
buf_6           27        304
o21ai_0         20        100
inv_1            9       33.8
mux2_2          64        721
and2_1           3       18.8
nor4_1           3       18.8
xnor3_1          2       45.0
xor2_1           8       70.1
o32ai_1          2       17.5
xnor2_1          7       61.3
and3_1           6       37.5
a31oi_1          2       12.5
ha_1            11        138
nand2_1         30        113
dfxtp_1         12        240
nor2b_1          4       25.0
nand3_1          2       10.0
buf_2           12       60.1
mux2i_1         65        651
kinds of logic (layout without fill, tap and decap cells):
family	count (synthesis)	after routing	share of synthesized area [%]
xor gates and xnor gates	17	17	0.342
other	0	2	0
muxes	450	450	16.6
buffers and inverters	516	549	4.18
and+or+nand+nor	1089	1089	8.07
DFF	1036	1036	60.1
AOI/OAI and AO/OA	1065	1065	10.4
adders and majority gates	11	11	0.267
placed cells by master (no fill, tap or decap), types with 15 or more instances in the layout:
master | synthesis | routed
a21oi_1 | 1028 | 1028
buf_12 | 0 | 15
buf_4 | 0 | 133
clkbuf_1 | 449 | 28
clkbuf_16 | 0 | 108
clkdlybuf4s50_1 | 0 | 198
clkinv_1 | 0 | 20
clkinv_2 | 0 | 18
edfxtp_1 | 1024 | 1024
mux2_2 | 64 | 64
mux2i_1 | 65 | 65
mux4_2 | 320 | 320
nand2_4 | 0 | 17
nor2_1 | 1033 | 1033
o21ai_4 | 0 | 16
worst paths after layout:
| path | end | cells after the start | slack (ns) |
|---|---|---|---|
| worst min register to register | bottom[0]$_SDFFE_PP0P_ | 2 | 0.53 |
| worst min-delay path | bottom[0]$_SDFFE_PP0P_ | 2 | 0.53 |
| worst max register to register | stack[8][40]$_DFFE_PP_ | 7 | 39.86 |
| worst max-delay path | return_addr[43] | 5 | 24.13 |
cell type report:
class / count / area share (%)
sequential: 1036 / 52.3
multi-input combinational: 2632 / 31.7
timing repair buffer: 346 / 5.54
clock buffer: 136 / 4.74
tap: 2218 / 4.69
clock inverter: 58 / 0.919
inverter: 9 / 0.0570
antenna: 2 / 0.00845
power by group:
part           leakage, nW  internal [mW]  switching, mW
registers             9.32           1.13         0.0310
clock network         1.63          0.490          0.393
logic                 8.95          0.383          0.384
metal layers:
metal | GRT usage (%) | vias up
met5 | 0.750 | -
met4 | 6.73 | 6
met3 | 10.4 | 329
met2 | 32.8 | 2138
met1 | 21.8 | 16600
li1 | - | 15400
state kept, by name (all words and copies together), names as in the netlist, named ones only:
signal,flops
bottom,4
stack,1024
head,4
metrics by stage:
step	cells	power, mW
floorplan	4184	1.66
global placement	6241	1.95
detailed placement	6241	1.95
CTS	6435	2.83
global route	6437	2.90
finish	6437	2.81
critical path: stages:
cell,delay [ns]
clkdlybuf4s50_1,0.52
nand2_4,0.57
buf_4,0.52
mux2_2,0.38
clkdlybuf4s50_1,0.43
Power is estimated from default activity; no workload was simulated.
